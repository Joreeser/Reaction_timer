==> flow/design.v <==
module stop_watch_cascade
   (
    input  logic clk,
    input  logic go, clr,
    output logic [3:0] d2, d1, d0
   );
   localparam  DVSR = 5000000;
   logic [22:0] ms_reg;
   logic [22:0] ms_next;
   logic [3:0] d2_reg, d1_reg, d0_reg;
   logic [3:0] d2_next, d1_next, d0_next;
   logic d1_en, d2_en, d0_en;
   logic ms_tick, d0_tick, d1_tick;
   always_ff @(posedge clk)
   begin
      ms_reg <= ms_next;
      d2_reg <= d2_next;
      d1_reg <= d1_next;
      d0_reg <= d0_next;
   end
   assign ms_next = (clr || (ms_reg==DVSR && go)) ? 4'b0 :
                    (go) ? ms_reg + 1 :
                           ms_reg;
   assign ms_tick = (ms_reg==DVSR) ? 1'b1 : 1'b0;
   assign d0_en = ms_tick;
   assign d0_next = (clr || (d0_en && d0_reg==9)) ? 4'b0 :
                    (d0_en) ? d0_reg + 1 :
                              d0_reg;
   assign d0_tick = (d0_reg==9) ? 1'b1 : 1'b0;
   assign d1_en = ms_tick & d0_tick;
   assign d1_next = (clr || (d1_en && d1_reg==9)) ? 4'b0 :
                    (d1_en) ? d1_reg + 1 :
                              d1_reg;
   assign d1_tick = (d1_reg==9) ? 1'b1 : 1'b0;
   assign d2_en = ms_tick & d0_tick & d1_tick;
   assign d2_next = (clr || (d2_en && d2_reg==9)) ? 4'b0 :
                    (d2_en) ? d2_reg + 1 :
                              d2_reg;
   assign d0 = d0_reg;
   assign d1 = d1_reg;
   assign d2 = d2_reg;
endmodule
==> flow/run.sh <==
#!/bin/bash
# OpenROAD 26Q1-2900-gdf79404cd8, Yosys 0.63+post, stock flow scripts
make -C /OpenROAD-flow-scripts/flow DESIGN_CONFIG=/design/flow/config.mk WORK_HOME=/design/flow/orfs finish
==> flow/config.mk <==
export PLATFORM = sky130hd
export DESIGN_NAME = stop_watch_cascade
export DESIGN_NICKNAME = stop_watch_cascade
export VERILOG_FILES = /design/flow/design.v
export SDC_FILE = /design/flow/constraint.sdc
export NUM_CORES = 4
export LEC_CHECK = 1
export CORE_AREA = 10 10 103 103
export DIE_AREA = 0 0 113 113
==> flow/constraint.sdc <==
current_design stop_watch_cascade

set clk_period 4.8
set clk_io_pct 0.2

create_clock -name clk0 -period $clk_period [get_ports {clk}]

set non_clock_inputs [all_inputs -no_clocks]
set_input_delay [expr $clk_period * $clk_io_pct] -clock clk0 $non_clock_inputs
set_output_delay [expr $clk_period * $clk_io_pct] -clock clk0 [all_outputs]
==> impl_results.html <==
<h3>Flow metrics</h3>
<table>
<tr><th>Metric</th><th>Value</th></tr>
<tr><th colspan="2">Setup path</th></tr>
<tr><td>Register-to-Register Path Depth</td><td>5</td></tr>
<tr><td>Peak fanout along the critical path</td><td>10</td></tr>
<tr><td>Kind of start point of the critical path</td><td>primary input</td></tr>
<tr><td>R2R setup slack</td><td>2.83 ns</td></tr>
<tr><td>Data arrival at the endpoint of the critical path</td><td>2.98 ns</td></tr>
<tr><td>Category of the critical setup timing path</td><td>primary input to register</td></tr>
<tr><td>Critical path endpoint category</td><td>register</td></tr>
<tr><td>Worst path required time</td><td>around 5.0 ns</td></tr>
<tr><th colspan="2">Drt</th></tr>
<tr><td>Post-detailed-route wirelength per cell</td><td>~12 um</td></tr>
<tr><td>Count of vias placed by the detailed router</td><td>1602</td></tr>
<tr><td>Final antenna-violating net count</td><td>0</td></tr>
<tr><td>Initial DRC count</td><td>83</td></tr>
<tr><td>Number of diodes added for antenna fixing</td><td>0</td></tr>
<tr><td>Vias per cell</td><td>4.83</td></tr>
<tr><td>DR pass1 iterations</td><td>4</td></tr>
<tr><td>Wire length after detailed routing</td><td>a little under 4000 um</td></tr>
<tr><td>Drc violations</td><td>0</td></tr>
<tr><th colspan="2">Clock network</th></tr>
<tr><td>CTS H-tree lvls</td><td>2</td></tr>
<tr><td>Clock tree from TritonCTS</td><td>yes</td></tr>
<tr><td>TritonCTS Sinks</td><td>35</td></tr>
<tr><td>Number of buffers inserted during clock tree synthesis</td><td>5</td></tr>
<tr><td>Clock tree root driver cell</td><td>clkbuf_8</td></tr>
<tr><td>Number of gates given a new drive strength after cts</td><td>0</td></tr>
<tr><td>Clk Latency, worst-skew pair</td><td>just under 0.3 ns</td></tr>
<tr><td>Clock slew at reported path FFs</td><td>approximately 0.080 ns</td></tr>
<tr><td>Cts hold-fix bufs</td><td>0</td></tr>
<tr><td>Setup repair bufs after CTS</td><td>0</td></tr>
<tr><td>Number of buffers on the longest clock path</td><td>2</td></tr>
<tr><th colspan="2">Die</th></tr>
<tr><td>Core Area</td><td>roughly 8300 um^2</td></tr>
<tr><td>I/O Pins</td><td>15</td></tr>
<tr><td>Chip height</td><td>113 um</td></tr>
<tr><td>Row cnt</td><td>33</td></tr>
<tr><td>Starting utilization of the core area</td><td>0.232</td></tr>
<tr><td>Area of the chip</td><td>approximately 13000 um^2</td></tr>
<tr><td>Width of the die</td><td>approximately 110 um</td></tr>
<tr><th colspan="2">Logic synthesis</th></tr>
<tr><td>Chip Area, Yosys</td><td>approximately 1900 um^2</td></tr>
<tr><td>Yosys warnings</td><td>1</td></tr>
<tr><td>Cell variety after synth</td><td>35</td></tr>
<tr><td>Synth Seq Share</td><td>0.364</td></tr>
<tr><td>Cell count after synthesis</td><td>around 220</td></tr>
<tr><td>Cell type with the largest total area</td><td>dfxtp_1</td></tr>
<tr><td>Flip-flops with a built-in enable</td><td>0</td></tr>
<tr><td>Proportion of register bits with asynchronous set or reset after synthesis</td><td>0</td></tr>
<tr><td>Flop and latch count out of synthesis</td><td>35</td></tr>
<tr><td>Number of cell instances after yosys synthesis</td><td>approximately 220</td></tr>
<tr><td>Most instantiated flip-flop cell in the synthesis netlist</td><td>dfxtp_1</td></tr>
<tr><td>Top cells by area</td><td>dfxtp_1, a21oi_1, ha_1</td></tr>
<tr><td>Summed instance area of the synthesized netlist</td><td>approximately 1900 um^2</td></tr>
<tr><td>Yosys top cell by instances</td><td>dfxtp_1</td></tr>
<tr><td>Top area contributor share</td><td>0.364</td></tr>
<tr><td>Syn_area_per_cell</td><td>about 8.9 um^2</td></tr>
<tr><td>Most used standard cells in the synthesized netlist</td><td>dfxtp_1, a21oi_1, o21ai_0, nor2_1, or4_1</td></tr>
<tr><th colspan="2">Final timing</th></tr>
<tr><td>Max Fclk</td><td>0.362 GHz</td></tr>
<tr><td>Unrepaired setup endpoints after global routing</td><td>no</td></tr>
<tr><td>Max-slew headroom at the worst pin</td><td>0.538</td></tr>
<tr><td>Minimum clock period</td><td>around 2.8 ns</td></tr>
<tr><td>Final max-slew violation count</td><td>0</td></tr>
<tr><td>Clock Skews</td><td>a little under 0.009 ns</td></tr>
<tr><td>Worst Tran Pin Value</td><td>a little under 0.7 ns</td></tr>
<tr><td>Fraction of the cycle the final worst path needs</td><td>0.576</td></tr>
<tr><td>Count of final hold-check violations</td><td>0</td></tr>
<tr><td>Final total negative setup slack</td><td>0 ns</td></tr>
<tr><td>Setup violators final</td><td>0</td></tr>
<tr><th colspan="2">Placed design</th></tr>
<tr><td>Post-detailed-placement half-perimeter wirelength</td><td>between 2000 and 3000 um</td></tr>
<tr><td>Gp weighted congestion</td><td>0.779</td></tr>
<tr><td>Placed cell count</td><td>about 320</td></tr>
<tr><td>Port Buffer Count</td><td>14</td></tr>
<tr><th colspan="2">Power and ir drop</th></tr>
<tr><td>Max VDD drop</td><td>between 0.1 and 0.15 mV</td></tr>
<tr><td>Leak</td><td>between 0.7 and 0.8 nW</td></tr>
<tr><td>Pwr Density</td><td>between 200 and 250 nW/um^2</td></tr>
<tr><th colspan="2">Global routing</th></tr>
<tr><td>Overflow left after global routing</td><td>0</td></tr>
<tr><td>Initial antenna violation count</td><td>0</td></tr>
<tr><td>Global-route wire length before repair</td><td>~6700 um</td></tr>
<tr><td>Via count of the first global-routing pass</td><td>approximately 1400</td></tr>
<tr><td>GRT Util Overall</td><td>0.0596</td></tr>
<tr><td>Largest net degree at the start of global routing</td><td>27</td></tr>
<tr><th colspan="2">Finish</th></tr>
<tr><td>Number of flip-flops in the largest register</td><td>23</td></tr>
<tr><td>Area delta synth-&gt;final</td><td>15.5%</td></tr>
<tr><td>Share of layout cells above drive strength 1</td><td>0.0793</td></tr>
<tr><td>Non-filler cells in the finished layout</td><td>~330</td></tr>
<tr><th colspan="2">Flow run</th></tr>
<tr><td>Total number of warnings across the stage logs</td><td>29</td></tr>
<tr><td>Number of max-capacitance violations reported</td><td>0</td></tr>
<tr><th colspan="2">Status</th></tr>
<tr><td>Outcome</td><td>finished, final reports clean</td></tr>
<tr><th colspan="2">Hold path</th></tr>
<tr><td>Number of cells on the worst hold path</td><td>2</td></tr>
<tr><td>Class of the worst hold path</td><td>register to register</td></tr>
</table>
power breakdown:
| group | switching (mW) | internal, mW |
|---|---|---|
| clock network | 0.108 | 0.101 |
| registers | 0.00133 | 0.291 |
| logic | 0.00846 | 0.00439 |
| total | 0.118 | 0.397 |
kinds of logic after synthesis:
logic type	after synthesis	share of synthesized area
buffers and inverters	20	0.0475
AND/OR/NAND/NOR	88	0.328
adder cells (fa/ha/maj)	8	0.0520
XOR/XNOR	9	0.0410
flip-flops	35	0.364
AND-OR/OR-AND	56	0.167
worst max-delay path, cell delays in order:
cell and delay [ns]:
clkdlybuf4s50_1 0.62, and4_1 0.53, nand4_4 0.19, or4_1 0.53, a21oi_1 0.15
final cells by class:
class                      count  area (um^2)
fill                         888         6080
clock buffer                   6         72.6
multi-input combinational    161         1130
clock inverter                 2         12.5
inverter                       9         33.8
sequential                    35          701
timing repair buffer          14          140
tap                          105          131
layer usage:
metal  vias up  share of wire  GRT usage
li1        827              -          -
met1       749           0.50     0.0843
met2        23           0.43     0.0891
met3         3          0.064     0.0208
met4         0         0.0075    0.00508
met5         -              0          0
metrics by stage:
| stage | total power, mW | util | instance area, um^2 | worst slack, ns | hold slack, ns |
|---|---|---|---|---|---|
| 2_1_floorplan | 0.309 | - | 1920 | 2.56 | 0.448 |
| 5_1_grt | 0.534 | 0.268 | 2220 | 1.88 | 0.522 |
| 6_report | 0.515 | 0.268 | 2220 | 2.03 | 0.497 |
| 3_5_place_dp | 0.313 | 0.258 | 2140 | 1.75 | 0.487 |
| 3_3_place_gp | 0.312 | 0.258 | 2140 | 1.79 | 0.475 |
| 4_1_cts | 0.521 | 0.268 | 2220 | 2.04 | 0.498 |
layout by cell type, fill, tap and decap left out, types with 3 or more instances in the layout:
cell and count:
nand4_1 9, o31ai_1 9, or4_1 12, nand3_1 9, xor2_1 9, inv_1 9
and3b_1 3, nand2_1 11, and3_1 3, nand4_4 3, o21ai_0 14, nor4b_4 3
dfxtp_1 35, a21oi_1 26, and4_1 3, clkdlybuf4s50_1 14, nor2_1 12, or3_1 7
and2_1 4, clkbuf_8 5, ha_1 8
path summary, 6_finish.rpt:
kind / to / from
worst max-delay path: ms_reg[21]$_SDFFE_PP0P_ / go
worst min-delay path: d0_reg[3]$_SDFFE_PP0N_ / d0_reg[3]$_SDFFE_PP0N_
worst max register to register: d2_reg[2]$_SDFFE_PP0P_ / d0_reg[0]$_SDFFE_PP0N_
worst min register to register: d0_reg[3]$_SDFFE_PP0N_ / d0_reg[3]$_SDFFE_PP0N_
Power figures rest on the tool's default switching activity, not on a simulated workload.
